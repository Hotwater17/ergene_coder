==> design/flow/design.v <==
`default_nettype none
module encoder #(
    parameter N_CH = 16
)(
    input   wire    [N_CH-1:0]  ch_sel_i,
    input   wire                enable_i,
    output  logic   [N_CH-1:0]  hot_one_o,
    output  logic               valid_o
);
logic   [$clog2(N_CH)-1:0]  encode_ch;
int i;
always_comb begin : OUTPUT_LOGIC
    hot_one_o = '0;
    hot_one_o[encode_ch] = valid_o;
end
always_comb begin : PRIORITY_ENC
    encode_ch = '0;
    valid_o = 1'b0;
    for(i=0; i<N_CH; i=i+1) begin
        if (ch_sel_i[i]) begin
            encode_ch = i[($clog2(N_CH)-1):0];
            valid_o = enable_i;
            break;
        end
    end
end
endmodule
==> design/flow/run.sh <==
#!/bin/bash
# OpenROAD 26Q1-2900-gdf79404cd8, Yosys 0.63+post, stock flow scripts
make -C /OpenROAD-flow-scripts/flow DESIGN_CONFIG=/design/flow/config.mk WORK_HOME=/design/flow/orfs finish
==> design/flow/config.mk <==
export PLATFORM = sky130hd
export DESIGN_NAME = encoder
export DESIGN_NICKNAME = encoder
export VERILOG_FILES = /design/flow/design.v
export SDC_FILE = /design/flow/constraint.sdc
export NUM_CORES = 4
export LEC_CHECK = 1
export CORE_AREA = 10 10 70 70
export DIE_AREA = 0 0 80 80
export SYNTH_HDL_FRONTEND = slang
==> design/flow/constraint.sdc <==
current_design encoder

set clk_period 4.8
set clk_io_pct 0.2

create_clock -name clk0 -period $clk_period

set non_clock_inputs [all_inputs -no_clocks]
set_input_delay [expr $clk_period * $clk_io_pct] -clock clk0 $non_clock_inputs
set_output_delay [expr $clk_period * $clk_io_pct] -clock clk0 [all_outputs]
==> notes.md <==
fresh numbers from the pnr run: Yosys chip area ~370 um2, Static Leakage 0.2644 nW, Hold-fix buffers, CTS 0, RSZ-0062 raised after global routing false, fin. max-slew vios 0, Pwr Density 51.76 nW/um2, crit-path cells clkdlybuf4s50_1, nor4_2, nand3_2, or3_4, nand2b_4, a21oi_2, clkdlybuf4s50_1, setup slack at placement 0.6767 ns, fin crit period a little over 4 ns, switching share of power 0.4721, ant diodes 0, hpwl dp 1561 um, registers 0, Initial DRC Count 24, Die ar. about 6400 um2, layout cell share with drive strength beyond 1 0.09474, worst endpoint required time approximately 3.8 ns, Site Rows 21, worst-path maximum fanout 7, pin count of the biggest net entering global routing 10, CP top delay family simple AND/OR/NAND/NOR gates, Synth cell types 26, worst slew pin tran ~0.47 ns, setup TNS 0 ns, Comb power frac 1.000, first-pass GRT wire length around 2800 um, ANT nets after route 0, post-route cell area just under 800 um2, Vias 580, Port Buffers 34, post-place instance area around 770 um2, Flop pwr share 0, Max Cap Viol 0, initial antenna violation count 0, # setup viols final 0, post-synthesis area per instance 6.112 um2, Ys Warns 0, Max Fclk 0.2420 GHz, Mapped Cells approximately 60, Critical Path AT roughly 3.2 ns, Worst Hold Launch ch_sel_i[0], Total GRT Usage 0.05357, GRT overflow 0, core box area roughly 3400 um2, vias in the first global route roughly 590, Worst path max stage delay roughly 0.54 ns, Resized Gates After CTS 0, OpenROAD warning count 32, clock buffer count 0, Fin. Hold Viols 0, Finished Layout Cells 141, Min-Delay Endpoint hot_one_o[12], Seq share, synth 0, dpl cells about 140, Post-CTS Setup Bufs 0, Top cell by count, worst path clkdlybuf4s50_1, Psw about 19 uW, synthesized area 372.9 um2, RD Place Congestion about 0.82, Int Pwr ~21 uW, DRT Pass-1 Iters 4, Critical-path top delay cell clkdlybuf4s50_1, Hold Path Depth 4, Max VDD drop 0.00001924 V, yosys cell count 61, status finished, final reports clean, Top-area cell share 0.1208, DIE HEIGHT 80 um, Total Wirelength about 1700 um, worst min path class primary input to output port, DR WL/cell 12.39 um, area leader, netlist nor3_1, Top-Level Pins 34, Worst setup EP type output port, top cells by area nor3_1 12%, nor2_1 11%, a21oi_1 8.1%, Worst setup SP type primary input, vias per std cell between 4 and 5, final worst slack approximately 0.67 ns, buffer and inverter count on the worst path 2, part of the power in the clock network 0, sequential cell area 0 um2, Slew Limit Headroom 0.6856, P&R area growth vs syn 106.7%, CP Class primary input to output port, fp util 0.1092, Tcrit/Tclk final 0.8607, Die X about 80 um, # DRC 0
==> kinds of logic after synthesis <==
logic type	share of synthesized area
simple gates	0.6409
compound gates	0.3088
buf+inv	0.05034
==> cells in the mapped netlist <==
cell type  count
nor4_1         2
o31a_2         1
nor2_1        11
nand2b_4       1
a21o_1         1
a211oi_1       1
a21oi_2        2
nand3_2        1
o31ai_1        1
or3_4          1
or4_4          1
o221ai_1       1
o311ai_2       1
nand3b_1       1
and2_1         1
nand2b_1       2
nand3_1        1
nor3_1         9
inv_1          5
nand4_1        1
nand2_1        4
o311a_1        1
and4b_1        1
a21oi_1        6
nor4_2         1
and3_1         3
==> worst min-delay path: cells and delay by family <==
kind                   cells  cell delay, ns
AOI/OAI and AO/OA          1            0.07
buffers and inverters      3            1.00
==> cell type report <==
class,instances,area [um2]
Fill cell,380,2645
Multi-Input combinational cell,56,354.1
Timing Repair Buffer,34,340.3
Tap cell,46,57.56
Inverter,5,18.77
==> worst max path at each step <==
| stage | slack, ns | cells after the start | end | from |
|---|---|---|---|---|
| after global routing | 0.49 | 7 | hot_one_o[13] | ch_sel_i[2] |
| after CTS | 0.67 | 7 | hot_one_o[13] | ch_sel_i[2] |
| final | 0.67 | 7 | hot_one_o[13] | ch_sel_i[2] |
==> routing by layer <==
layer / GRT usage / up-vias / share of wire
li1: - / 303 / -
met5: 0 / - / 0
met1: 0.06922 / 254 / 0.44
met4: 0 / 0 / 0
met3: 0.02045 / 0 / 0.12
met2: 0.08748 / 23 / 0.44
==> metrics by stage <==
step / total power, mW / utilization / hold slack (ns)
after floorplan: 0.01346 / - / 1.992
after global placement: 0.03964 / 0.2256 / 3.004
after detailed placement: 0.04012 / 0.2256 / 2.987
after CTS: 0.04037 / 0.2256 / 2.994
after global routing: 0.04446 / 0.2256 / 3.043
final: 0.03990 / 0.2256 / 2.989
==> cells in the final DEF, fill, tap and decap left out <==
cell type and count:
nand2b_1 2, o221ai_1 1, and4b_1 1, o311ai_2 1, nor4_1 2, a21o_1 1
nand3_2 1, o31a_2 1, a21oi_2 2, or3_4 1, nor4_2 1, nand3_1 1
a211oi_1 1, o311a_1 1, nand2_1 4, o31ai_1 1, nand3b_1 1, nand2b_4 1
inv_1 5, and3_1 3, clkdlybuf4s50_1 34, nor3_1 9, nor2_1 11, a21oi_1 6
or4_4 1, nand4_1 1, and2_1 1
==> power by group through the flow <==
| stage | sequential, mW | clock, mW | combinational [mW] |
|---|---|---|---|
| 4_1_cts | 0 | 0 | 0.0404 |
| 5_1_grt | 0 | 0 | 0.0445 |
| 6_report | 0 | 0 | 0.0399 |
Power is estimated from default activity; no workload was simulated.
